<file path="flow/run.sh">
#!/bin/bash
# OpenROAD 26Q1-2900-gdf79404cd8, Yosys 0.63+post, stock flow scripts
make -C /OpenROAD-flow-scripts/flow DESIGN_CONFIG=/design/flow/config.mk WORK_HOME=/design/flow/orfs finish
</file>
<file path="flow/config.mk">
export PLATFORM = sky130hd
export DESIGN_NAME = rom
export DESIGN_NICKNAME = rom
export VERILOG_FILES = /design/flow/design.v
export SDC_FILE = /design/flow/constraint.sdc
export NUM_CORES = 4
export LEC_CHECK = 1
export CORE_AREA = 10 10 84 84
export DIE_AREA = 0 0 94 94
</file>
<file path="flow/constraint.sdc">
current_design rom

set clk_period 5.0
set clk_io_pct 0.2

create_clock -name clk0 -period $clk_period

set non_clock_inputs [all_inputs -no_clocks]
set_input_delay [expr $clk_period * $clk_io_pct] -clock clk0 $non_clock_inputs
set_output_delay [expr $clk_period * $clk_io_pct] -clock clk0 [all_outputs]
</file>
<file path="flow/design.v">
module rom(
addr,
data
);
input [31:0] addr;
output [31:0] data;
reg [31:0] data;
always @(*) begin
    case(addr)
        32'h00000000: data = 32'b00111100000000100000000000000101;
        32'h00000004: data = 32'b00111100000000110000000000001101;
        32'h00000008: data = 32'b00100000000001000000000000010011;
        32'h0000000c: data = 32'b00100000000001010000000000001100;
        32'h00000010: data = 32'b00100000000011011111111010011100;
        32'h00000014: data = 32'b00000000010000110000100000100000;
        32'h00000018: data = 32'b00000000011000100011000000100010;
        32'h0000001c: data = 32'b10101100101000110000000000000000;
        32'h00000020: data = 32'b00000000010000110011100000100100;
        32'h00000024: data = 32'b00000000010000110100000000100101;
        32'h00000028: data = 32'b00000000010000110100100000101010;
        32'h0000002c: data = 32'b00000001101000110110000000101010;
        32'h00000030: data = 32'b10001100101010100000000000000000;
        32'h00000034: data = 32'b10101100101000010000000000000000;
        32'h00000038: data = 32'b00100000000001000000000001111001;
        32'h0000003c: data = 32'b00010001010000110000000000000001;
        32'h00000040: data = 32'b00100000000010110000000000001111;
        default: data = 32'hFFFF_FFFF;
    endcase
end
endmodule
</file>
==> flow_metrics.env <==
# physical design summary
export IMPL_status="finished, final reports clean"
export IMPL_path_cells="clkdlybuf4s50_1 -> or4_1 -> o31ai_1 -> clkdlybuf4s50_1"
export IMPL_crit_path_max_incr_delay_ns=0.69
export IMPL_largest_area_cell="nand2_1"
export IMPL_fp_row_count=26
export IMPL_report_final_slew_viol_count=0
export IMPL_fp_util_pct=14.6
export IMPL_grt_pass1_wl_mm=5.69
export IMPL_syn_to_final_growth_pct=89.4
export IMPL_ys_types=38
export IMPL_yosys_area_top_type_share_pct=7.92
export IMPL_finalCritPeriodShare_pct=88.0
export IMPL_cpMostUsedCell="clkdlybuf4s50_1"
export IMPL_cp_arrival_ns=3.40
export IMPL_vdd_drop_max_mv=0.0256
export IMPL_setup_viol=0
export IMPL_post_cts_buffers=0
export IMPL_grt_ovfl_total=0
export IMPL_grt_usage_pct=7.73
export IMPL_syn_area_um2=758
export IMPL_setup_ws_ns=0.599
export IMPL_finalPower_mw=0.0662
export IMPL_cp_startpoint="addr[6]"
export IMPL_clock_buffers=0
export IMPL_antenna_found_initial=0
export IMPL_drt_initial_drc_count=111
export IMPL_hold_buffers=0
export IMPL_diodes=0
export IMPL_die_h_um=94
export IMPL_topCellsByArea="nand2_1 7.9%, nand2b_1 7.4%, nor2_1 7.4%"
export IMPL_period_minus_slack_ns=4.40
export IMPL_dr_pass1_iters=4
export IMPL_cp_max_fo=15
export IMPL_tns_ns=0
export IMPL_final_cell_mix="64 x clkdlybuf4s50_1, 16 x nand2_1, 15 x nor2_1"
export IMPL_yosys_area_um2=758
export IMPL_cap_viol_max_count=0
export IMPL_ys_warn_count=1
export IMPL_comb_area_um2=648
export IMPL_max_slew_margin_pct=67.5
export IMPL_fillCellCount=606
export IMPL_dp_hpwl_mm=2.90
export IMPL_mostFrequentLayoutCell="clkdlybuf4s50_1"
export IMPL_coreArea_mm2=0.00520
export IMPL_critical_path_class="in -> out"
export IMPL_num_io_pins=64
export IMPL_flop_area_um2=0
export IMPL_grt_max_degree=29
export IMPL_cp_required_ns=4.00
export IMPL_flops=0
export IMPL_startpoint_type="input port"
export IMPL_critical_path_slowest_cell="or4_1"
export IMPL_hp_start="addr[3]"
export IMPL_avgSynthCellArea_um2=5.70
export IMPL_worst_pin_slew_ns=0.486
export IMPL_yosys_cells=133
export IMPL_drc=0
export IMPL_wire_per_inst_um=13.8
export IMPL_synth_seq_area_share_pct=0
export IMPL_stdcell_count=255
export IMPL_pre_cts_ws_ns=0.588
export IMPL_cts_resized=0
export IMPL_p_leak_nw=0.460
export IMPL_dieArea_mm2=0.00884
export IMPL_vias_per_cell=4.51
export IMPL_fmax_mhz=227
export IMPL_antenna_left=0
export IMPL_rsz0062_at_grt="no"
export IMPL_die_x_um=94
export IMPL_drive_above_1_share_pct=5.95
export IMPL_syn_inst=133
export IMPL_finish_utilization_pct=27.6
export IMPL_gp_congestion=0.859
export IMPL_place_inst=255
export IMPL_dr_total_vias=1150
export IMPL_cp_end_kind="primary output"
export IMPL_grt_pass1_vias=1141
export IMPL_power_density_mw_per_mm2=46.1
export IMPL_warnings=32
export IMPL_io_buffers=64
export IMPL_hp_class="in -> out"
export IMPL_wirelength_mm=3.51
export IMPL_final_hold_viol_count=0
-- worst max-delay path: cells and delay by family --
| kind | cells | cell delay [ns] |
|---|---|---|
| AOI/OAI and AO/OA | 1 | 0.51 |
| buffers and inverters | 2 | 1.20 |
| and+or+nand+nor | 1 | 0.69 |
-- final timing paths --
| check | end | slack, ns | depth (start not counted) |
|---|---|---|---|
| worst max-delay path | data[15] | 0.60 | 4 |
| worst min-delay path | data[21] | 3.17 | 5 |
-- routing by layer --
metal	global-route usage [%]	share of wire (%)	wire [um]	up-vias
met5	0	0	0	-
met4	0	0	0	0
met3	3.55	13	474	0
met2	12.7	45	1590	55
met1	9.58	41	1450	512
li1	-	-	-	583
-- kinds of logic after synthesis --
kind of cell | count (synthesis) | share of synthesized area [%]
multiplexers | 2 | 2.64
XOR/XNOR | 1 | 1.16
AND-OR/OR-AND | 38 | 32.8
AND/OR/NAND/NOR | 70 | 48.8
buffers and inverters | 22 | 14.5
-- Yosys cell counts (all sizes together), types with 2 or more instances --
library cell and number:
a21o 3, a21oi 10, clkbuf 9, o211ai 2, o21a 3, o21ai 11
inv 4, or4 2, nand2 16, nor3 4, nor2 15, buf 9
nor2b 3, nand2b 9, nand3 4, o31ai 3, nand3b 2, mux2i 2
nor4 6, or3 2
-- layout make-up --
class | count | area share [%]
inverters | 4 | 1.05
well taps | 70 | 6.10
repair buffers | 70 | 47.7
multi-input cells | 111 | 45.1
-- report_power, final --
group | total [mW] | internal (mW) | switching (mW)
clock | 0 | 0 | 0
sequential | 0 | 0 | 0
combinational | 0.0662 | 0.0369 | 0.0293
total | 0.0662 | 0.0369 | 0.0293
-- stage by stage --
step / cell area (um^2) / hold WS (ns)
after global routing: 1440 / 3.25
after detailed placement: 1440 / 3.18
after global placement: 1440 / 3.19
final: 1440 / 3.17
after CTS: 1440 / 3.19
after floorplan: 758 / 2.18
