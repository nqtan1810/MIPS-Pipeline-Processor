--- design/flow/config.mk ---
export PLATFORM = sky130hd
export DESIGN_NAME = pipeline_processor
export DESIGN_NICKNAME = pipeline_processor
export VERILOG_FILES = /design/flow/design.v
export SDC_FILE = /design/flow/constraint.sdc
export NUM_CORES = 4
export LEC_CHECK = 1
export CORE_UTILIZATION = 30
--- design/flow/constraint.sdc ---
current_design pipeline_processor

set clk_period 18.0
set clk_io_pct 0.2

create_clock -name clk0 -period $clk_period [get_ports {clk}]

set non_clock_inputs [all_inputs -no_clocks]
set_input_delay [expr $clk_period * $clk_io_pct] -clock clk0 $non_clock_inputs
set_output_delay [expr $clk_period * $clk_io_pct] -clock clk0 [all_outputs]
--- design/flow/design.v ---
`timescale 1ns / 1ps
module EX_MEM_Register(
    clk,
    rst,
    zero_EX,
    write_regf_EX,
    write_dmem_EX,
    read_dmem_EX,
    mem_to_reg_EX,
    is_branch_EX,
    zero_MEM,
    write_regf_MEM,
    write_dmem_MEM,
    read_dmem_MEM,
    mem_to_reg_MEM,
    is_branch_MEM,
    pc_temp_EX,
    alu_result_EX,
    regf_rdata2_EX,
    waddr_regf_EX,
    pc_temp_MEM,
    alu_result_MEM,
    regf_rdata2_MEM,
    waddr_regf_MEM
    );
    input clk;
    input rst;
    input zero_EX;
    input write_regf_EX;
    input write_dmem_EX;
    input read_dmem_EX;
    input mem_to_reg_EX;
    input is_branch_EX;
    output reg zero_MEM;
    output reg write_regf_MEM;
    output reg write_dmem_MEM;
    output reg read_dmem_MEM;
    output reg mem_to_reg_MEM;
    output reg is_branch_MEM;
    input [31:0] pc_temp_EX;
    input [31:0] alu_result_EX;
    input [31:0] regf_rdata2_EX;
    input [4:0] waddr_regf_EX;
    output reg [31:0] pc_temp_MEM;
    output reg [31:0] alu_result_MEM;
    output reg [31:0] regf_rdata2_MEM;
    output reg [4:0] waddr_regf_MEM;
    always @(posedge clk or posedge rst) begin
        if(rst) begin
            zero_MEM <= 1'b0;
            write_regf_MEM <= 1'b0;
            write_dmem_MEM <= 1'b0;
            read_dmem_MEM <= 1'b0;
            mem_to_reg_MEM <= 1'b0;
            is_branch_MEM <= 1'b0;
            pc_temp_MEM <= 32'd0;
            alu_result_MEM <= 32'd0;
            regf_rdata2_MEM <= 32'd0;
            waddr_regf_MEM <= 5'd0;
        end
        else begin 
            zero_MEM <= zero_EX;
            write_regf_MEM <= write_regf_EX;
            write_dmem_MEM <= write_dmem_EX;
            read_dmem_MEM <= read_dmem_EX;
            mem_to_reg_MEM <= mem_to_reg_EX;
            is_branch_MEM <= is_branch_EX;
            pc_temp_MEM <= pc_temp_EX;
            alu_result_MEM <= alu_result_EX;
            regf_rdata2_MEM <= regf_rdata2_EX;
            waddr_regf_MEM <= waddr_regf_EX;
        end
    end
endmodule
`timescale 1ns / 1ps
module ID_EX_Register(
    clk,
    rst,
    reg_dst_ID,
    write_regf_ID,
    alu_src_ID,
    aluop_ID,
    write_dmem_ID,
    read_dmem_ID,
    mem_to_reg_ID,
    is_branch_ID,
    reg_dst_EX,
    write_regf_EX,
    alu_src_EX,
    aluop_EX,
    write_dmem_EX,
    read_dmem_EX,
    mem_to_reg_EX,
    is_branch_EX,
    pc_incr4_ID,
    regf_rdata1_ID,
    regf_rdata2_ID,
    imm_signed_ID,
    rt_ID,
    rd_ID,
    pc_incr4_EX,
    regf_rdata1_EX,
    regf_rdata2_EX,
    imm_signed_EX,
    rt_EX,
    rd_EX
);
    input clk;
    input rst;
    input reg_dst_ID;
    input write_regf_ID;
    input alu_src_ID;
    input [2:0] aluop_ID;
    input write_dmem_ID;
    input read_dmem_ID;
    input mem_to_reg_ID;
    input is_branch_ID;
    output reg reg_dst_EX;
    output reg write_regf_EX;
    output reg alu_src_EX;
    output reg [2:0] aluop_EX;
    output reg write_dmem_EX;
    output reg read_dmem_EX;
    output reg mem_to_reg_EX;
    output reg is_branch_EX;
    input [31:0] pc_incr4_ID;
    input [31:0] regf_rdata1_ID;
    input [31:0] regf_rdata2_ID;
    input [31:0] imm_signed_ID;
    input [4:0] rt_ID;
    input [4:0] rd_ID;
    output reg [31:0] pc_incr4_EX;
    output reg [31:0] regf_rdata1_EX;
    output reg [31:0] regf_rdata2_EX;
    output reg [31:0] imm_signed_EX;
    output reg [4:0] rt_EX;
    output reg [4:0] rd_EX;
    always @(posedge clk or posedge rst) begin
        if(rst) begin
            reg_dst_EX <= 1'b0;
            write_regf_EX <= 1'b0;
            alu_src_EX <= 1'b0;
            aluop_EX <= 3'b000;
            write_dmem_EX <= 1'b0;
            read_dmem_EX <= 1'b0;
            mem_to_reg_EX <= 1'b0;
            is_branch_EX <= 1'b0;
            pc_incr4_EX <= 32'd0;
            regf_rdata1_EX <= 32'd0;
            regf_rdata2_EX <= 32'd0;
            imm_signed_EX <= 32'd0;
            rt_EX <= 5'd0;
            rd_EX <= 5'd0;
        end
        else begin 
            reg_dst_EX <= reg_dst_ID;
            write_regf_EX <= write_regf_ID;
            alu_src_EX <= alu_src_ID;
            aluop_EX <= aluop_ID;
            write_dmem_EX <= write_dmem_ID;
            read_dmem_EX <= read_dmem_ID;
            mem_to_reg_EX <= mem_to_reg_ID;
            is_branch_EX <= is_branch_ID;
            pc_incr4_EX <= pc_incr4_ID;
            regf_rdata1_EX <= regf_rdata1_ID;
            regf_rdata2_EX <= regf_rdata2_ID;
            imm_signed_EX <= imm_signed_ID;
            rt_EX <= rt_ID;
            rd_EX <= rd_ID;
        end
    end
endmodule
`timescale 1ns / 1ps
module IF_ID_Register(
    clk,
    rst,
    pc_incr4_IF,
    inst_IF,
    pc_incr4_ID,
    inst_ID  
);
    input clk;
    input rst;
    input [31 : 0] pc_incr4_IF;
    input [31 : 0] inst_IF;
    output reg [31 : 0] pc_incr4_ID;
    output reg [31 : 0] inst_ID;
    always @(posedge clk or posedge rst) begin
        if(rst) begin
            pc_incr4_ID <= 32'd0;
            inst_ID <= 32'd0;
        end
        else begin
            pc_incr4_ID <= pc_incr4_IF;
            inst_ID <= inst_IF;
        end
    end
endmodule
`timescale 1ns / 1ps
module MEM_WB_Register(
    clk,
    rst,
    write_regf_MEM,
    mem_to_reg_MEM,
    write_regf_WB,
    mem_to_reg_WB,
    dmem_rdata_MEM,
    alu_result_MEM,
    waddr_regf_MEM,
    dmem_rdata_WB,
    alu_result_WB,
    waddr_regf_WB
    );
    input clk;
    input rst;
    input write_regf_MEM;
    input mem_to_reg_MEM;
    output reg write_regf_WB;
    output reg mem_to_reg_WB;
    input [31:0] dmem_rdata_MEM;
    input [31:0] alu_result_MEM;
    input [4:0] waddr_regf_MEM;
    output reg [31:0] dmem_rdata_WB;
    output reg [31:0] alu_result_WB;
    output reg [4:0] waddr_regf_WB;
    always @(posedge clk or posedge rst) begin
        if(rst) begin
            write_regf_WB <= 1'b0;
            mem_to_reg_WB <= 1'b0;
            dmem_rdata_WB <= 32'd0;
            alu_result_WB <= 32'd0;
            waddr_regf_WB <= 32'd0;
        end
        else begin 
            write_regf_WB <= write_regf_MEM;
            mem_to_reg_WB <= mem_to_reg_MEM;
            dmem_rdata_WB <= dmem_rdata_MEM;
            alu_result_WB <= alu_result_MEM;
            waddr_regf_WB <= waddr_regf_MEM;
        end
    end
endmodule
`timescale 1ns / 1ps
module pipeline_processor(
clk,
rst,
prg_data,
dmem_rdata,
prg_addr,
raddr_dmem,
waddr_dmem,
wdata_dmem,
write_dmem,
read_dmem
);
parameter R_OP =  6'b00_0000;
parameter LW_OP =  6'b10_0011 ;
parameter SW_OP =  6'b10_1011;
parameter BEQ_OP =  6'b00_0100;
parameter ADDI_OP =  6'b00_1000;
parameter LUI_OP = 6'b00_1111;
parameter ADD_FUNC = 6'b10_0000;
parameter SUB_FUNC =  6'b10_0010;
parameter AND_FUNC =  6'b10_0100;
parameter OR_FUNC =  6'b10_0101;
parameter SLT_FUNC =  6'b10_1010;
input clk;  
input rst;  
input [31:0] prg_data;
input [31:0] dmem_rdata;  
output [31:0] prg_addr;
output [31:0] raddr_dmem; 
output [31:0] waddr_dmem; 
output [31:0] wdata_dmem; 
output write_dmem; 
output read_dmem; 
wire [31:0] inst;  
wire [31:0] inst_ID;
reg [31:0] regf [0:31];  
wire [4:0] raddr1_regf;
wire [4:0] raddr2_regf;
wire [4:0] waddr_regf;
wire [4:0] waddr_regf_MEM;
wire [4:0] waddr_regf_WB;
wire [31:0] wdata_regf;
reg [31:0] regf_rdata1;
wire [31:0] regf_rdata1_EX;
reg [31:0] regf_rdata2;
wire [31:0] regf_rdata2_EX;
wire [31:0] regf_rdata2_MEM;
reg write_regf;
wire write_regf_EX;
wire write_regf_MEM;
wire write_regf_WB;
wire [31:0] raddr_dmem;
wire [31:0] waddr_dmem;
wire [31:0] wdata_dmem;
wire [31:0] dmem_rdata;
wire [31:0] dmem_rdata_WB;
wire write_dmem;
reg write_dmem_ID;
wire write_dmem_EX;
wire write_dmem_MEM;
wire read_dmem;
reg read_dmem_ID;
wire read_dmem_EX;
wire read_dmem_MEM;
reg [2:0] aluop;
wire [2:0] aluop_EX;
wire [31:0] op1_alu;
wire [31:0] op2_alu;
reg [31:0] alu_result;
wire [31:0] alu_result_MEM;
wire [31:0] alu_result_WB;
reg zero;
wire zero_MEM;
reg [31:0] pc;
wire [31:0] pc_incr4;
wire [31:0] pc_incr4_ID;
wire [31:0] pc_incr4_EX;
wire [31:0] pc_temp;
wire [31:0] pc_temp_MEM;
wire [5:0] op;
wire [5:0] func;
wire [4:0] rs;
wire [4:0] rt;
wire [4:0] rt_EX;
wire [4:0] rd;
wire [4:0] rd_EX;
wire [15:0] imm;
wire [31:0] imm_signed;
wire [31:0] imm_signed_EX;
reg alu_src;
wire alu_src_EX;
reg reg_dst;
wire reg_dst_EX;
reg mem_to_reg;
wire mem_to_reg_EX;
wire mem_to_reg_MEM;
wire mem_to_reg_WB;
wire pc_src;
reg is_branch;
wire is_branch_EX;
wire is_branch_MEM;
IF_ID_Register pipelined_if_reg(
    .clk(clk),
    .rst(rst),
    .pc_incr4_IF(pc_incr4),
    .inst_IF(inst),
    .pc_incr4_ID(pc_incr4_ID),
    .inst_ID(inst_ID)  
);
ID_EX_Register pipelined_id_reg(
    .clk(clk),
    .rst(rst),
    .reg_dst_ID(reg_dst),
    .write_regf_ID(write_regf),
    .alu_src_ID(alu_src),
    .aluop_ID(aluop),
    .write_dmem_ID(write_dmem_ID),
    .read_dmem_ID(read_dmem_ID),
    .mem_to_reg_ID(mem_to_reg),
    .is_branch_ID(is_branch),
    .reg_dst_EX(reg_dst_EX),
    .write_regf_EX(write_regf_EX),
    .alu_src_EX(alu_src_EX),
    .aluop_EX(aluop_EX),
    .write_dmem_EX(write_dmem_EX),
    .read_dmem_EX(read_dmem_EX),
    .mem_to_reg_EX(mem_to_reg_EX),
    .is_branch_EX(is_branch_EX),
    .pc_incr4_ID(pc_incr4_ID),
    .regf_rdata1_ID(regf_rdata1),
    .regf_rdata2_ID(regf_rdata2),
    .imm_signed_ID(imm_signed),
    .rt_ID(rt),
    .rd_ID(rd),
    .pc_incr4_EX(pc_incr4_EX),
    .regf_rdata1_EX(regf_rdata1_EX),
    .regf_rdata2_EX(regf_rdata2_EX),
    .imm_signed_EX(imm_signed_EX),
    .rt_EX(rt_EX),
    .rd_EX(rd_EX)
);
EX_MEM_Register pipelined_mem_reg(
    .clk(clk),
    .rst(rst),
    .zero_EX(zero),
    .write_regf_EX(write_regf_EX),
    .write_dmem_EX(write_dmem_EX),
    .read_dmem_EX(read_dmem_EX),
    .mem_to_reg_EX(mem_to_reg_EX),
    .is_branch_EX(is_branch_EX),
    .zero_MEM(zero_MEM),
    .write_regf_MEM(write_regf_MEM),
    .write_dmem_MEM(write_dmem_MEM),
    .read_dmem_MEM(read_dmem_MEM),
    .mem_to_reg_MEM(mem_to_reg_MEM),
    .is_branch_MEM(is_branch_MEM),
    .pc_temp_EX(pc_temp),
    .alu_result_EX(alu_result),
    .regf_rdata2_EX(regf_rdata2_EX),
    .waddr_regf_EX(waddr_regf),
    .pc_temp_MEM(pc_temp_MEM),
    .alu_result_MEM(alu_result_MEM),
    .regf_rdata2_MEM(regf_rdata2_MEM),
    .waddr_regf_MEM(waddr_regf_MEM)
);
MEM_WB_Register pipelined_wb_reg(
    .clk(clk),
    .rst(rst),
    .write_regf_MEM(write_regf_MEM),
    .mem_to_reg_MEM(mem_to_reg_MEM),
    .write_regf_WB(write_regf_WB),
    .mem_to_reg_WB(mem_to_reg_WB),
    .dmem_rdata_MEM(dmem_rdata),
    .alu_result_MEM(alu_result_MEM),
    .waddr_regf_MEM(waddr_regf_MEM),
    .dmem_rdata_WB(dmem_rdata_WB),
    .alu_result_WB(alu_result_WB),
    .waddr_regf_WB(waddr_regf_WB)
);
always @(*) begin
    if(write_regf_WB && waddr_regf_WB != 0) begin
        regf[waddr_regf_WB] <= wdata_regf;
    end
end
always @(*) begin
    regf_rdata1 = (raddr1_regf != 0) ? regf[raddr1_regf] : 0;
    regf_rdata2 = (raddr2_regf != 0) ? regf[raddr2_regf] : 0;
end
assign raddr_dmem = alu_result_MEM;
assign waddr_dmem = alu_result_MEM;
assign wdata_dmem = regf_rdata2_MEM;
assign write_dmem = write_dmem_MEM;
assign read_dmem = read_dmem_MEM;
always @(*) begin
    casex (aluop_EX)
        3'b000: alu_result = op1_alu & op2_alu;
        3'b001: alu_result = op1_alu | op2_alu;
        3'b010: alu_result = op1_alu + op2_alu;
        3'b011: alu_result = op2_alu << 16;      
        3'b110: alu_result = op1_alu - op2_alu;
        3'b111: alu_result = $signed(op1_alu) < $signed(op2_alu);
        default: alu_result = 0;	
    endcase
    zero = (alu_result === 32'd0) ? 1'b1 : 1'b0;
end
assign inst = prg_data;
assign op = inst_ID[31:26];
assign func = inst_ID[5:0];
assign rs = inst_ID[25:21];
assign rt = inst_ID[20:16];
assign rd = inst_ID[15:11];
assign imm = inst_ID[15:0];
assign imm_signed = {{16{imm[15]}},imm[15:0]};
assign raddr1_regf = rs;
assign raddr2_regf = rt;
assign wdata_regf = (mem_to_reg_WB) ? dmem_rdata_WB : alu_result_WB;
assign waddr_regf = (reg_dst_EX) ? rd_EX : rt_EX;
assign op1_alu = regf_rdata1_EX;
assign op2_alu = (alu_src_EX) ? imm_signed_EX : regf_rdata2_EX;
assign pc_src = (zero_MEM && is_branch_MEM) ? 1'b1 : 1'b0;
assign prg_addr = pc;
assign pc_incr4 = pc + 4;
assign pc_temp = pc_incr4_EX + (imm_signed_EX << 2);
always @(posedge clk or posedge rst) begin
    if(rst) begin
        pc <= 0;
    end
    else begin
        pc <= (pc_src) ? pc_temp_MEM : pc_incr4;
    end
end
always @(*) begin
    case(op)
        R_OP:       
            case(func)
                ADD_FUNC: {reg_dst, write_regf, alu_src, aluop, write_dmem_ID, read_dmem_ID, mem_to_reg, is_branch} = 10'b1100100000;  
                SUB_FUNC: {reg_dst, write_regf, alu_src, aluop, write_dmem_ID, read_dmem_ID, mem_to_reg, is_branch} = 10'b1101100000;  
                AND_FUNC: {reg_dst, write_regf, alu_src, aluop, write_dmem_ID, read_dmem_ID, mem_to_reg, is_branch} = 10'b1100000000;  
                OR_FUNC: {reg_dst, write_regf, alu_src, aluop, write_dmem_ID, read_dmem_ID, mem_to_reg, is_branch} = 10'b1100010000;  
                SLT_FUNC: {reg_dst, write_regf, alu_src, aluop, write_dmem_ID, read_dmem_ID, mem_to_reg, is_branch} = 10'b1101110000;  
                default: {reg_dst, write_regf, alu_src, aluop, write_dmem_ID, read_dmem_ID, mem_to_reg, is_branch} = 10'bx0xxxx00x0;
            endcase
        LW_OP: {reg_dst, write_regf, alu_src, aluop, write_dmem_ID, read_dmem_ID, mem_to_reg, is_branch} = 10'b0110100110;  
        SW_OP: {reg_dst, write_regf, alu_src, aluop, write_dmem_ID, read_dmem_ID, mem_to_reg, is_branch} = 10'bx0101010x0;  
        BEQ_OP: {reg_dst, write_regf, alu_src, aluop, write_dmem_ID, read_dmem_ID, mem_to_reg, is_branch} = 10'bx0011000x1;  
        ADDI_OP: {reg_dst, write_regf, alu_src, aluop, write_dmem_ID, read_dmem_ID, mem_to_reg, is_branch} = 10'b0110100000;  
        LUI_OP: {reg_dst, write_regf, alu_src, aluop, write_dmem_ID, read_dmem_ID, mem_to_reg, is_branch} = 10'b0110110000;  
        default: {reg_dst, write_regf, alu_src, aluop, write_dmem_ID, read_dmem_ID, mem_to_reg, is_branch} = 10'bx0xxxx00x0;
    endcase
end
endmodule
--- design/flow/run.sh ---
#!/bin/bash
# OpenROAD 26Q1-2900-gdf79404cd8, Yosys 0.63+post, stock flow scripts
make -C /OpenROAD-flow-scripts/flow DESIGN_CONFIG=/design/flow/config.mk WORK_HOME=/design/flow/orfs finish
==> changes_impl.md <==
### Changed

* Run status: completed
* Yosys cell types at 86
* Root Driver: clkbuf_16
* DPL Wire Length at 127700 um
* Critical Path End Type: flop
* Skew-Pair Late Insertion Delay at 610 ps
* Avg Vias per Cell at 6.507
* Tool Warnings at 97
* Final Hold Fails at 0
* Mux share at 2.180%
* Grt ovf at 0
* Slowest-stage cell, CP: dfrtp_1
* Crit share post-route at 33.86%
* Worst reg-to-reg setup slack at between 10000 and 15000 ps
* Clock skew at 31.57 ps
* Clk slew on worst S/H paths at 60 ps
* Register share of total power at 46.3%
* Yosys stat cell total at 4277
* Post-CTS sizing at 0
* Hold Startpoint: pipelined_if_reg.pc_incr4_ID[3]
* Pin count of the biggest net entering global routing at slightly below 90
* Core region area at around 0.15 mm^2
* Sw Share at 37.82%
* Synth logic family: AND-OR/OR-AND gates
* Power Internal at 2.768 mW
* Crit start category: flop
* TritonCTS clock tree: done
* Final wirelength at 216700 um
* Crit path time final at 6095 ps
* Reg2Reg Depth at 13
* I/O pins at 196
* Row count at 141
* Max stage delay on crit path at 840 ps
* Switching power at around 1.7 mW
* Gr usage total at 29.01%
* Vias after detailed routing at 41177
* Static leakage at 21.66 nW
* Main area contributors: dlxtn_1 33%, dfrtp_1 23%, a22oi_1 10%
* Dominant flop cell: dlxtn_1
* Post-route setup TNS at 0 ps
* Worst hold path endpoint: pipelined_id_reg.pc_incr4_EX[3]
* Endpoints left unconstrained at slightly below 1000
* WS Path Type: reg -> reg
* XOR/XNOR Area Share at 1.273%
* Max-cap violation count at 0
* Antenna-violating nets left at 0
* Yosys simple share at 9.661%
* Worst hold path class: reg -> reg
* Yosys Warn Count at 6
* Num CTS Buffers at 43
* Worst hold slack at 345.8 ps
* Area Overhead vs Synth at 13.74%
* Die H at 388.0 um
* Die Wd at 388.0 um
* Async SR Flop Fraction at 28.94%
* CTS HTree Levels at 2
* First-pass GRT wire length at 302300 um
* Dominant cell area share at 33.33%
* Routed len/inst at 34.25 um
* Mapped cell area at ~0.045 mm^2
* Setup Buffers After CTS at 0
* Metal3 WL at 35700 um
* Clock share of power at 22.0%
* Max frequency at 164.1 MHz
* Cells after synthesis at 4277
* Top Layer Used: met5
* Filler cells at between 10000 and 15000
* CP max FO at 17
* CP top delay family: simple AND/OR/NAND/NOR gates
* Worst Max-Slew Pin Slew at 1043 ps
* Global placer's final weighted congestion at 1.021
* Initial DRC Count at about 5000
* Chip area at 0.1506 mm^2
* Vias in the first global route at 39931
* Count of unclocked register or latch pins at 992
* Registers, synthesis at 1396
* Floorplan core density at 30.24%
* Synth area leader: dlxtn_1
* Avg Cell Area, Syn at 10.45 um^2
* Adder-cell share of the synthesized area at 3.884%
* Logic pwr share at 31.7%
* Arrival @ worst endpoint at 6610 ps
* Post-synthesis compound-gate area fraction at 23.28%
* Initial antenna violation count at 18
* I/O Buffers at just under 200
* Synthesis area per yosys at 0.04471 mm^2
* M1 WL at ~74000 um
* Hold Buf Count CTS at 0
* RSZ-0062 raised after global routing: no
* Reg-to-reg startpoint: pipelined_id_reg.alu_src_EX
* CP Buf/Inv Count at 1
* Setup violators final at 0
* Drt pass-1 iters at 10
* Max VDD drop at 0.09299 mV
* Max Transition Viols Final at 0
* Crit-path cells: clkinv_1, a21oi_1, ha_1, nor4_1, a211oi_1, or3_1, a2111oi_0, mux2i_1, o211a_1, o221ai_1, or4_2, or4_1, nor4b_2
* Hold path cells at 0
* Pwr dens at between 80 and 90 mW/mm^2
* RR Endpoint: pipelined_mem_reg.zero_MEM
* Ratio of cells with drive above 1 in the final layout at 8.531%
* Flip-flops with a built-in enable at 0
* Max Buffers Root-to-Sink at 3
* Slew HR at 30.32%
* Remaining DRCs at 0
* Met2 WL at between 80000 and 90000 um
* Required time of the critical path at around 19000 ps
how the worst max path moves through the flow:
stage,start,to,cells past startpoint
CTS,pipelined_id_reg.alu_src_EX,pipelined_mem_reg.zero_MEM,14
global route,pipelined_id_reg.alu_src_EX,pipelined_mem_reg.zero_MEM,14
finish,pipelined_id_reg.alu_src_EX,pipelined_mem_reg.zero_MEM,13
layout by cell type (no fill, tap or decap), types with 16 or more instances in the layout:
master           count
a21o_1              25
a21oi_1            119
a221oi_1           160
a222oi_1            64
a22o_1             153
a22oi_1            594
and3_1              20
buf_4              121
clkbuf_16           43
clkdlybuf4s50_1    195
dfrtp_1            402
dlxtn_1            992
ha_1               134
inv_1              123
mux2_2              83
nand2_1            121
nand2b_1            21
nand3_1            180
nand4_1            111
nor2_1             103
nor2_4              62
nor2b_1             16
nor3_1              30
o21ai_0             71
o21bai_1            17
or3_1               34
or4_1               53
xnor2_1             49
xor2_1              16
area by class of cell:
type | count | area [um^2] | share of cell area [%]
well taps | 1930 | 2415 | 4.749
multi-input cells | 2466 | 18490 | 36.37
flip-flops and latches | 1396 | 25010 | 49.17
diodes | 14 | 35.03 | 0.06889
inverters | 126 | 480.5 | 0.9448
clock buffers | 53 | 1144 | 2.249
repair buffers | 316 | 2860 | 5.625
clock inverters | 27 | 419.2 | 0.8243
synth_stat cells, types with 12 or more instances:
| cell type | count |
|---|---|
| nand2_1 | 121 |
| a22oi_1 | 594 |
| a211oi_1 | 14 |
| nor2_1 | 165 |
| inv_1 | 124 |
| nand3_1 | 184 |
| o211ai_1 | 13 |
| a222oi_1 | 64 |
| nand4_1 | 111 |
| or4_1 | 53 |
| clkbuf_1 | 233 |
| a221oi_1 | 160 |
| dfrtp_1 | 403 |
| nor4_1 | 13 |
| nand2b_1 | 21 |
| a22o_1 | 153 |
| buf_4 | 34 |
| xor2_1 | 16 |
| nor3_1 | 30 |
| or3_1 | 34 |
| buf_1 | 18 |
| a21oi_1 | 119 |
| mux2_2 | 83 |
| o21ai_0 | 71 |
| o31ai_1 | 13 |
| o21bai_1 | 17 |
| a21o_1 | 25 |
| and2_1 | 12 |
| dlxtn_1 | 992 |
| and3_1 | 20 |
| ha_1 | 134 |
| xnor2_1 | 49 |
| nor2b_1 | 16 |
cells by family (layout without fill, tap and decap cells):
family,Yosys count,count (layout)
xor+xnor,65,65
fa+ha+maj,137,137
flops,404,404
compound gates,1354,1354
mux,87,87
buf+inv,415,522
other cells,0,14
latches,992,992
simple gates,823,823
metrics by stage:
stage	util (%)	cells	setup slack (ps)	instance area, um^2	power (mW)
3_5_place_dp	33.32	6234	11890	49250	3.423
6_report	34.40	6328	11900	50850	4.452
2_1_floorplan	-	4277	3164	44710	2.780
5_1_grt	34.38	6316	11500	50820	4.678
3_3_place_gp	33.32	6234	11930	49250	3.426
4_1_cts	34.37	6314	11930	50820	4.422
worst register-to-register path: stages, from the launching register on:
cell and delay (ps):
dfrtp_1 840, clkinv_1 690, a21oi_1 430, ha_1 490
nor4_1 330, a211oi_1 160, or3_1 310, a2111oi_0 740
mux2i_1 260, o211a_1 160, o221ai_1 180, or4_2 680
or4_1 510, nor4b_2 240
sequential cells by signal, indices dropped and copies added, names as in the netlist, 6 cells and up:
name                               flops
pc                                    32
pipelined_id_reg.aluop_EX              6
pipelined_id_reg.imm_signed_EX        11
pipelined_id_reg.pc_incr4_EX          32
pipelined_id_reg.regf_rdata1_EX       32
pipelined_id_reg.regf_rdata2_EX       32
pipelined_if_reg.inst_ID              32
pipelined_if_reg.pc_incr4_ID          32
pipelined_mem_reg.alu_result_MEM      32
pipelined_mem_reg.pc_temp_MEM         32
pipelined_mem_reg.regf_rdata2_MEM     32
pipelined_wb_reg.alu_result_WB        32
pipelined_wb_reg.dmem_rdata_WB        32
regf                                 992
layer usage:
layer  GRT usage, %  up-vias
li1               -    16415
met1          34.15    19619
met2          40.31     3787
met3          17.11     1334
met4          18.05       22
met5          1.116        -
power groups by stage:
| stage | sequential [mW] | clock (mW) | combinational, mW |
|---|---|---|---|
| finish | 2.06 | 0.978 | 1.41 |
| global route | 2.13 | 1.03 | 1.52 |
| CTS | 2.05 | 1.00 | 1.37 |
Power figures rest on the tool's default switching activity, not on a simulated workload.
